--- ./config.mk ---
export PLATFORM = sky130hd
export DESIGN_NAME = Top_I2C_interface
export DESIGN_NICKNAME = Top_I2C_interface
export VERILOG_FILES = /design/flow/design.v
export SDC_FILE = /design/flow/constraint.sdc
export NUM_CORES = 4
export LEC_CHECK = 1
export CORE_UTILIZATION = 30
--- ./constraint.sdc ---
current_design Top_I2C_interface

set clk_period 1.8
set clk_io_pct 0.2

create_clock -name clk0 -period $clk_period [get_ports {f_clk}]

set non_clock_inputs [all_inputs -no_clocks]
set_input_delay [expr $clk_period * $clk_io_pct] -clock clk0 $non_clock_inputs
set_output_delay [expr $clk_period * $clk_io_pct] -clock clk0 [all_outputs]
--- ./design.v ---
parameter Q = 8'h15;
parameter W = 8'h1D;
parameter E = 8'h24;
parameter R = 8'h2D;
parameter T = 8'h2C;
parameter Y = 8'h35;
parameter U = 8'h3C;
parameter I = 8'h43;
parameter O = 8'h44;
parameter P = 8'h4D;
parameter A = 8'h1C;
parameter S = 8'h1B;
parameter D = 8'h23;
parameter F = 8'h2B;
parameter G = 8'h34;
parameter H = 8'h33;
parameter J = 8'h3B;
parameter K = 8'h42;
parameter L = 8'h4B;
parameter Z = 8'h11;
parameter X = 8'h12;
parameter C = 8'h21;
parameter V = 8'h2A;
parameter B = 8'h32;
parameter N = 8'h32;
parameter M = 8'h3A;
module Counter #(parameter COUNTER_SIZE = 4)(
		input 								control_clock,
		output [3 : 0]					  counter_output
    );
	 reg [3 : 0] internal_register = 4'b0000;
	always @ (posedge control_clock)
		internal_register <= internal_register + 1;
	assign counter_output = internal_register;
endmodule
module Counter_Threshold_Trigger(
		input	[3 : 0]					   			 input_from_counter,
		output  												 		  is_valid
	);
	assign is_valid = (input_from_counter == 4'b1011)?(1):(0);
endmodule
module Data_Output_Register(
		input 													control_clock,
		input 										  		 parity_detected,
		input 										  		 strobe_detected,
		input 	   [7 : 0] 					  scan_code_for_buffering,
		output reg  [7 : 0] 						    interface_data_out
	);
	always@(posedge control_clock) begin
		if(parity_detected && strobe_detected)
			interface_data_out <= scan_code_for_buffering;
	end
endmodule 
module Debouncer  #(parameter FILTER_WIDTH = 3)
	(
		input 									  				synced_signal,
		input 									  				control_clock,
		output reg 									  				 debounced
	);
	reg [FILTER_WIDTH : 0] shifter;
	always @ (posedge control_clock) begin
		if(shifter[FILTER_WIDTH : 1] == 3'b000) begin
			debounced <= 0;
		end  
			else if (shifter[FILTER_WIDTH : 1] == 3'b111) begin
				debounced <= 1;
			end  
		shifter <= {shifter[FILTER_WIDTH - 1 : 0], synced_signal};
	end  
endmodule
module Flip_Flop(
		input 				 input_data,
		input 			 control_clock,
		output reg			output_data
    );
	always @ (posedge control_clock)
		output_data <= input_data;
endmodule
module Top_I2C_interface(
		input 										 					  data,
		input 										  		 			   clk,
		input 											   			 f_clk,
		output [7 : 0]					   	   interface_output_data
	);
		wire 						 			counter_threshold_triggered;
		wire 											 bit_for_parity_check;
		wire [1 : 0]							  			 comm_init_bits;
		wire [7 : 0]								 parallel_data_buffer;
		wire 										  				  slow_clock;
		wire 										  				  fast_clock;
		wire [3 : 0]					 			  slow_counter_output;
		wire 									   			  strobe_enable;
		wire 													   enable_check;
		wire 									 				parity_detected;
		wire 														synced_clock;
		assign 								  			fast_clock = f_clk;
		assign 								  			slow_clock =   clk;
	Synchronization_and_Debounce_Shift_Register Synchronization_and_Debounce_Shift_Register(
		.data											  					(data),
		.control_clock											(fast_clock),
		.raw_clock												(slow_clock),
		.confirm_send_data		    (counter_threshold_triggered),
		.synced_clock							  			 (synced_clock),
		.parity_check_bit				  		  (bit_for_parity_check),
		.comm_init_bits								  (comm_init_bits),
		.parallel_data_buffer		  		  (parallel_data_buffer)
	);
	Counter #(4) Slow_Counter(
		.control_clock							  			 (synced_clock),
		.counter_output					   	(slow_counter_output)
	);
	Counter_Threshold_Trigger Counter_Threshold_Trigger(
		.input_from_counter				  		(slow_counter_output),
		.is_valid				  		 (counter_threshold_triggered)
	);
	Strobe_Generator_Enable Strobe_Generator_Enable(
		.input_from_counter				  		(slow_counter_output),
		.control_clock							   			(fast_clock),
		.is_valid											(strobe_enable)
	);
	Strobe_Generator_When_Full Strobe_Generator_When_Full(
		.control_clock							   			(fast_clock),
		.strobe_generator_enable			    		(strobe_enable),
		.validation_strobe						 		 (enable_check)
	);
	Parity_Checker Parity_Checker(
		.scan_code_for_check			 		  (parallel_data_buffer),
		.comm_init_bits						   	  (comm_init_bits),
		.parity_check_bit				 		  (bit_for_parity_check),
		.validation_signal					  		 (parity_detected)
	);
	Data_Output_Register Data_Output_Register(
		.control_clock							   			(fast_clock),
		.parity_detected					  			 (parity_detected),
		.strobe_detected						 			 (enable_check),
		.scan_code_for_buffering		 	  (parallel_data_buffer),
		.interface_data_out				    (interface_output_data)
	);
endmodule
module Parity_Checker(
		input [7:0] 									scan_code_for_check,
		input [1:0] 								 		  comm_init_bits,
		input 									   		parity_check_bit,
		output 	  							  		  	  validation_signal
	);
	assign validation_signal = ((
					scan_code_for_check[0] ^
					scan_code_for_check[1] ^
					scan_code_for_check[2] ^
					scan_code_for_check[3] ^
					scan_code_for_check[4] ^ 
					scan_code_for_check[5] ^
					scan_code_for_check[6] ^
					scan_code_for_check[7] == 
					parity_check_bit)&& 
					(comm_init_bits	== 2'b00))?(1):(0);
endmodule
module Shift_Register #(parameter REGISTER_SIZE = 11)(
		input 													control_clock,
		input 											  confirm_send_data,
		input 									   		  debounced_data,
		output reg [7 : 0]	 					  parallel_data_buffer,
		output reg [1 : 0] 						  		  comm_init_bits,
		output reg		 						 			parity_check_bit
	);
		reg [REGISTER_SIZE - 1 : 0] 			   	  shift_register;
		always @ (negedge control_clock) begin
			if(confirm_send_data) begin
				parallel_data_buffer <= 	  		shift_register[8:1];
				parity_check_bit 	 	<= 			shift_register[9]  ;
				comm_init_bits 		<= 	   	{shift_register[0] ,
															 shift_register[10]};
			end  
		end  
		always @ (negedge control_clock)
			shift_register <= {shift_register[REGISTER_SIZE - 1 : 0],
									 debounced_data};
endmodule 
module Strobe_Generator_Enable(
		input 									 	 			control_clock,
		input 		[3
		: 0] 				    		 input_from_counter,
		output reg										 			  is_valid
	);
		always @ (posedge control_clock)
			if(input_from_counter == 4'b1011)
				is_valid <= 1;
			else 
				is_valid <= 0;
endmodule	
module Strobe_Generator_When_Full(
		input  										 			control_clock,
		input  							   	  strobe_generator_enable,
		output reg 								 		  validation_strobe
	);
	always @ (posedge control_clock)
		if(strobe_generator_enable)
			validation_strobe <= 1;
		else
			validation_strobe <= 0;
endmodule 
module Synchronization_and_Debounce(
		input 										 				input_data,
		input 									  				control_clock,
		output									    			  output_data
	); 
		wire 										  				  synced_data;
	Flip_Flop Flip_Flop(
		.input_data								   			 (input_data),
		.control_clock										 (control_clock),
		.output_data							  				(synced_data)
	);
	Debouncer #(3) Debouncer(
		.synced_signal										   (synced_data),
		.control_clock										 (control_clock),
		.debounced								  				(output_data)
	);
endmodule 
module Synchronization_and_Debounce_Shift_Register(
	   input 													  	     data,
		input 										 	 		 	raw_clock,
	   input 									  			  control_clock,
	   input 								  			 confirm_send_data,
		output	  								   			synced_clock,
	   output  			  					   		  parity_check_bit,
	   output [1 : 0]								 		 comm_init_bits,
      output [7 : 0]						   	 parallel_data_buffer
	);
		wire 										 				  slow_clock;
		wire 										 				  fast_clock;
		wire 								  				 data_for_shifting;
		wire									 					  sync_clock;
		assign 						  		  slow_clock = 	raw_clock;
		assign 						 		 fast_clock = control_clock;
		assign								  sync_clock = synced_clock;
	Synchronization_and_Debounce Synchronization_and_Debounce_Data(
		.input_data														 (data),
		.control_clock							   			 (fast_clock),
		.output_data									(data_for_shifting)
	);
	Synchronization_and_Debounce Synchronization_and_Debounce_Clock(
		.input_data												  (raw_clock),
		.control_clock							   			 (fast_clock),
		.output_data							 			  (synced_clock)
	);
	Shift_Register #(11) Shift_Register(
		.control_clock							   		  (synced_clock),
		.confirm_send_data							(confirm_send_data),
		.debounced_data								(data_for_shifting),
		.parallel_data_buffer			  		(parallel_data_buffer),
		.comm_init_bits						   		(comm_init_bits),
		.parity_check_bit					 			 (parity_check_bit)
	);
endmodule 
--- ./run.sh ---
#!/bin/bash
# OpenROAD 26Q1-2900-gdf79404cd8, Yosys 0.63+post, stock flow scripts
make -C /OpenROAD-flow-scripts/flow DESIGN_CONFIG=/design/flow/config.mk WORK_HOME=/design/flow/orfs finish
==> results_slide.txt <==
Synthesis and Place & Route Summary

Critical path
  • Max FO, Critical Path: 1
  • Cells along the critical path: clkdlybuf4s50_1
  • Longest individual stage delay on the worst path: 0.45 ns
  • Required time of the critical path: 1.44 ns
  • Type of the setup path with the least slack: flop to output pin
  • Family with the most delay on the worst path: buffers and inverters
  • Startpoint kind of the worst setup timing path: flop
  • Critical path capture point type: output pin
  • Cell at the slowest stage of the critical path: sky130_fd_sc_hd__clkdlybuf4s50_1
  • Arrival time reported for the critical path endpoint: 1.03 ns
  • WP buf/inv: 1

Cells and area
  • Layout Cell Area excl Fill: 1584 um^2
  • Number of fill cells in the layout: 390
  • Share of final-layout standard cells stronger than drive strength 1: 6.742%
  • Area delta synth->final: 18.21%
  • Footprint of the multi-input gates: 173.9 um^2
  • Seq. cell area: 1151 um^2

CTS
  • Number of buffers added to fix hold violations after cts: 0
  • TritonCTS clock tree: yes
  • CTS Root Buffer Type: sky130_fd_sc_hd__clkbuf_8
  • H-Tree Depth: 1
  • Longest Clk Path Bufs: 2
  • Post-CTS sizing: 0
  • Post-CTS setup repair buffer count: 0
  • TritonCTS Buffers: 3
  • Worst-path clk slew: 0.08 ns
  • Clock insertion delay at the later pin of the skew report: 0.25 ns

Timing
  • Setup TNS after final layout: 0 ns
  • Total setup violations reported at the end of the flow: 0
  • Setup repair after global routing missed its margin: false
  • Time the worst path needs with I/O delays and setup: 1.394 ns
  • Maximum clock rate: 0.7175 GHz
  • Number of unconstrained endpoints: 46
  • Part of the cycle the worst path needs: 77.42%
  • Worst Max-Slew Pin Slew: 0.4644 ns
  • Clock skew: 0.002245 ns
  • Number of failing hold endpoints at the final stage: 0
  • Relative max-transition margin: 69.01%
  • Slew Viols, Final: 0
  • Count of unclocked register or latch pins: 26

Floorplan
  • # rows: 23
  • Core box area: 4144 um^2
  • Floorplan die area: 4738 um^2
  • Die X-Extent: 68.84 um
  • Floorplan-stage core utilization: 32.34%
  • Top Ports: 11
  • Die height: 68.84 um

Logic synthesis
  • Share of the synthesized netlist area taken by xor and xnor gates: 6.723%
  • Adder share: 0.9337%
  • Seq share, synth: 85.90%
  • # Cells Yosys: 73
  • Syn avg cell area: 18.36 um^2
  • Number of different library cells in the post-synthesis netlist: 15
  • Netlist area before placement: 1340 um^2
  • Number of synthesis warnings: 7
  • Seq cells post-synth: 48
  • Synthesized-area fraction occupied by and/or/nand/nor cells: 2.334%
  • Yosys chip area: 1340 um^2
  • Main logic family after synthesis: XOR/XNOR gates
  • Area fraction in mux cells: 0.7470%
  • Complex Gates by Area: 2.241%
  • Count of mapped cells out of synthesis: 73

GRT
  • Total track usage: 6.132%
  • Initial antenna violation count: 0
  • Via count of the first global-routing pass: 494
  • Global-route wire length before repair: 2063 um
  • Pin count of the biggest net entering global routing: 23
  • Overflow after GRT: 0

Job
  • Number of warning messages in the logs: 25
  • # Max-Cap Violations: 0

Route
  • Vias per cell: 3.878
  • Routed length per placed instance: 8.705 um
  • Number of remaining DRC errors: 0
  • Number of iterations in the first detailed-routing pass: 3
  • Violation tally from detailed-route iteration zero: 42
  • Total wirelength of the detailed-routed design: 1210 um
  • Number of nets with antenna violations after detailed routing: 0
  • Antenna Cells: 0
  • Total number of vias: 539

Pwr
  • PwrDens: 693.4 nW/um^2
  • Lkg Pwr: 0.5764 nW
  • Largest voltage drop on the vdd net: 0.6333 mV

Placed design
  • DPL Wire Length: 873.6 um
  • Placed cell area: 1518 um^2
  • I/O Buffers: 10
  • Placer Congestion: 0.6863

Min path
  • Class of the tightest hold or removal check: flop to flop

Status
  • Status: complete, no violations
[metal layers]
metal,GRT usage (%),wire length [um],part of all wire (%),up-vias
li1,-,-,-,281
met1,8.182,596,49,240
met2,9.804,500,41,16
met3,2.833,98,8.1,2
met4,0.7653,14,1.2,0
met5,0,0,0,-
[cells in the mapped netlist]
cell type / instances / area (um^2)
sky130_fd_sc_hd__dfxtp_1: 29 / 580.6
sky130_fd_sc_hd__xnor2_1: 3 / 26.28
sky130_fd_sc_hd__nand2_1: 1 / 3.750
sky130_fd_sc_hd__inv_1: 4 / 15.01
sky130_fd_sc_hd__o21ai_0: 4 / 20.02
sky130_fd_sc_hd__nor2_1: 2 / 7.510
sky130_fd_sc_hd__xor2_1: 2 / 17.52
sky130_fd_sc_hd__xor3_1: 1 / 23.77
sky130_fd_sc_hd__mux2i_1: 1 / 10.01
sky130_fd_sc_hd__or4b_1: 1 / 10.01
sky130_fd_sc_hd__ha_1: 1 / 12.51
sky130_fd_sc_hd__nand3_1: 2 / 10.01
sky130_fd_sc_hd__edfxtp_1: 19 / 570.6
sky130_fd_sc_hd__xnor3_1: 1 / 22.52
sky130_fd_sc_hd__a21oi_1: 2 / 10.01
[power by group]
group / internal (mW) / switching, mW
Clock: 0.241 / 0.148
Combinational: 0.0290 / 0.0245
Sequential: 0.633 / 0.0229
Total: 0.903 / 0.195
[cell type report]
cell class / instances / share of cell area [%]
timing repair buffer: 12 / 7.267
multi-input combinational: 21 / 10.98
inverter: 4 / 0.9479
clock buffer: 4 / 4.186
tap: 50 / 3.949
sequential: 48 / 72.67
[layout by cell type (no fill, tap or decap)]
master                            count
sky130_fd_sc_hd__xor3_1               1
sky130_fd_sc_hd__nand3_1              2
sky130_fd_sc_hd__clkbuf_16            1
sky130_fd_sc_hd__inv_1                4
sky130_fd_sc_hd__xnor3_1              1
sky130_fd_sc_hd__a21oi_1              2
sky130_fd_sc_hd__buf_4                2
sky130_fd_sc_hd__nand2_1              1
sky130_fd_sc_hd__mux2i_1              1
sky130_fd_sc_hd__dfxtp_1             29
sky130_fd_sc_hd__o21ai_0              4
sky130_fd_sc_hd__clkbuf_8             3
sky130_fd_sc_hd__ha_1                 1
sky130_fd_sc_hd__xnor2_1              3
sky130_fd_sc_hd__xor2_1               2
sky130_fd_sc_hd__edfxtp_1            19
sky130_fd_sc_hd__or4b_1               1
sky130_fd_sc_hd__clkdlybuf4s50_1     10
sky130_fd_sc_hd__nor2_1               2
[stage by stage]
step | setup WS (ns) | util, % | instances | hold slack, ns | total power [mW]
after detailed placement | 0.4562 | 36.62 | 135 | 0.3143 | 0.7207
final | 0.4064 | 38.22 | 139 | 0.3294 | 1.098
after CTS | 0.3938 | 38.22 | 139 | 0.3330 | 1.112
after global routing | 0.3324 | 38.22 | 139 | 0.3367 | 1.142
after floorplan | 0.2124 | - | 73 | 0.3096 | 0.7025
after global placement | 0.4681 | 36.62 | 135 | 0.3126 | 0.7185
[cell families (layout without fill, tap and decap cells)]
family / count (synthesis) / in the layout
flip-flops: 48 / 48
XOR/XNOR: 7 / 7
AND-OR/OR-AND: 6 / 6
AND/OR/NAND/NOR: 6 / 6
buffers and inverters: 4 / 20
adder cells (fa/ha/maj): 1 / 1
multiplexers: 1 / 1
[worst paths after layout]
path	start	to	slack [ns]	cells past startpoint
hold reg to reg	flop	flop	0.33	0
setup reg to reg	Strobe_Generator_When_Full.validation_strobe	Data_Output_Register.interface_data_out[0]	0.44	3
hold / removal	flop	flop	0.33	0
setup / recovery	Data_Output_Register.interface_data_out[7]	interface_output_data[7]	0.41	1
Power figures rest on the tool's default switching activity, not on a simulated workload.
