==> ./design.v <==
parameter Q = 8'h15;
parameter W = 8'h1D;
parameter E = 8'h24;
parameter R = 8'h2D;
parameter T = 8'h2C;
parameter Y = 8'h35;
parameter U = 8'h3C;
parameter I = 8'h43;
parameter O = 8'h44;
parameter P = 8'h4D;
parameter A = 8'h1C;
parameter S = 8'h1B;
parameter D = 8'h23;
parameter F = 8'h2B;
parameter G = 8'h34;
parameter H = 8'h33;
parameter J = 8'h3B;
parameter K = 8'h42;
parameter L = 8'h4B;
parameter Z = 8'h11;
parameter X = 8'h12;
parameter C = 8'h21;
parameter V = 8'h2A;
parameter B = 8'h32;
parameter N = 8'h32;
parameter M = 8'h3A;
module Debouncer  #(parameter FILTER_WIDTH = 3)
	(
		input 									  				synced_signal,
		input 									  				control_clock,
		output reg 									  				 debounced
	);
	reg [FILTER_WIDTH : 0] shifter;
	always @ (posedge control_clock) begin
		if(shifter[FILTER_WIDTH : 1] == 3'b000) begin
			debounced <= 0;
		end  
			else if (shifter[FILTER_WIDTH : 1] == 3'b111) begin
				debounced <= 1;
			end  
		shifter <= {shifter[FILTER_WIDTH - 1 : 0], synced_signal};
	end  
endmodule
module Flip_Flop(
		input 				 input_data,
		input 			 control_clock,
		output reg			output_data
    );
	always @ (posedge control_clock)
		output_data <= input_data;
endmodule
module Sync_And_Debounce(
		input 																input_data,
		input 															control_clock,
		output 															  output_data
		);
			wire synced_signal;
		Flip_Flop Flip_Flop(
			.input_data													 (input_data),
			.control_clock											 (control_clock),
			.output_data											 (synced_signal)
		);
		Debouncer #(3) Debouncer(
			.synced_signal											 (synced_signal),
			.control_clock											 (control_clock),
			.debounced													(output_data)
		);
endmodule 
module Synchronization_And_Debouncing(
		input 																 sda_input,
		input 																 scl_input,
		input 															control_clock,
		output 								  synced_and_debounced_data_output,
		output 								 synced_and_debounced_clock_output
		);
		Sync_And_Debounce Sync_And_Debounce_SDA(
			.input_data													  (sda_input),
			.control_clock											 (control_clock),
			.output_data					(synced_and_debounced_data_output)
		);
		Sync_And_Debounce Sync_And_Debounce_SCL(
			.input_data													  (scl_input),
			.control_clock											 (control_clock),
			.output_data				  (synced_and_debounced_clock_output)
		);
endmodule 
==> ./run.sh <==
#!/bin/bash
# OpenROAD 26Q1-2900-gdf79404cd8, Yosys 0.63+post, stock flow scripts
make -C /OpenROAD-flow-scripts/flow DESIGN_CONFIG=/design/flow/config.mk WORK_HOME=/design/flow/orfs finish
==> ./config.mk <==
export PLATFORM = sky130hd
export DESIGN_NAME = Synchronization_And_Debouncing
export DESIGN_NICKNAME = Synchronization_And_Debouncing
export VERILOG_FILES = /design/flow/design.v
export SDC_FILE = /design/flow/constraint.sdc
export NUM_CORES = 4
export LEC_CHECK = 1
export CORE_AREA = 10 10 70 70
export DIE_AREA = 0 0 80 80
==> ./constraint.sdc <==
current_design Synchronization_And_Debouncing

set clk_period 1.0
set clk_io_pct 0.2

create_clock -name clk0 -period $clk_period [get_ports {control_clock}]

set non_clock_inputs [all_inputs -no_clocks]
set_input_delay [expr $clk_period * $clk_io_pct] -clock clk0 $non_clock_inputs
set_output_delay [expr $clk_period * $clk_io_pct] -clock clk0 [all_outputs]
==> flow_metrics.env <==
# source this file to load flow results
export IMPL_status="finished, final reports clean"
export IMPL_hp_class="reg2reg"
export IMPL_max_stage_delay_ns=0.32
export IMPL_rr_startpoint="Sync_And_Debounce_SDA.Debouncer.debounced"
export IMPL_setup_viol=0
export IMPL_clkSinkCount=12
export IMPL_drtIter0Drc=0
export IMPL_syn_to_final_growth_pct=47.75
export IMPL_cpLargestDelayFamily="flip-flops"
export IMPL_aoi_share_pct=10.81
export IMPL_cts_max_path_buffers=2
export IMPL_overflow=0
export IMPL_synth_seq_area_share_pct=86.49
export IMPL_min_delay_start="Sync_And_Debounce_SDA.Flip_Flop.output_data"
export IMPL_final_area_um2=410.4
export IMPL_drive_gt1_share_pct=27.59
export IMPL_num_vias=165
export IMPL_routabilityCongestion=0.5317
export IMPL_crit_buf_inv=1
export IMPL_timing_fmax_mhz=1052
export IMPL_dpl_cell_area_um2=390.4
export IMPL_p_leak_nw=0.1590
export IMPL_drt_pass1_iterations=1
export IMPL_path_cells="clkdlybuf4s15_1"
export IMPL_synthCells=20
export IMPL_fp_util_pct=8.132
export IMPL_cap_viol_max_count=0
export IMPL_io_pin_count=5
export IMPL_timing_final_ws_setup_ns=0.04939
export IMPL_skew_ns=0.0002273
export IMPL_coreArea_mm2=0.003416
export IMPL_post_route_min_period_ns=0.9506
export IMPL_die_area_mm2=0.006400
export IMPL_detail_route_antenna_nets=0
export IMPL_lay_top_cells="10 x dfxtp_1, 4 x o21ai_1, 3 x clkbuf_4"
export IMPL_rows=21
export IMPL_die_w_um=80
export IMPL_cellPowerDensity_mw_per_mm2=2043
export IMPL_grt_pass1_wl_um=614
export IMPL_worst_setup_path_end_kind="output port"
export IMPL_wirelength_um=400
export IMPL_cts_root_buffer="clkbuf_4"
export IMPL_synth_area_per_cell_um2=13.89
export IMPL_slew_violations=0
export IMPL_ys_sh_adder_pct=0
export IMPL_hpwlAfterDp_um=306.8
export IMPL_die_h_um=80
export IMPL_synth_mux_area_fraction_pct=0
export IMPL_cts_buffers=3
export IMPL_slew_headroom_pct=91.37
export IMPL_port_buffers=4
export IMPL_startpoint="Sync_And_Debounce_SCL.Debouncer.debounced"
export IMPL_grt_pass1_vias=144
export IMPL_yosysCellCount=20
export IMPL_whs_ns=0.3279
export IMPL_cp_required_ns=0.80
export IMPL_num_antenna_cells=0
export IMPL_warning_count=25
export IMPL_rsz0062_at_grt="no"
export IMPL_dp_slack_ns=-0.005518
export IMPL_max_slew_worst_pin_slew_ns=0.1295
export IMPL_crit_path_max_fanout=2
export IMPL_grt_total_usage_pct=1.190
export IMPL_clock_latency_ns=0.25
export IMPL_netlist_area_um2=277.8
export IMPL_ys_warn_count=2
export IMPL_vdd_drop_max_uv=560.9
export IMPL_logic_family="AND-OR/OR-AND gates"
export IMPL_clk_pin_slew_ns=0.06
export IMPL_ys_types=4
export IMPL_wl_per_cell_um=5.333
export IMPL_crit_path_top_delay_cell="dfxtp_2"
export IMPL_ys_sh_xor_pct=0
export IMPL_cts_max_level=1
export IMPL_drc_errors=0
export IMPL_yosysChipArea_um2=277.8
export IMPL_hold_violations=0
export IMPL_ys_ff=12
export IMPL_layout_top_cell="dfxtp_1"
export IMPL_grt_max_degree=7
export IMPL_critPathLaunchType="register"
export IMPL_cts_tree="built"
export IMPL_vias_per_cell=2.200
export IMPL_cp_data_arrival_time_ns=0.75
export IMPL_fin_crit_sh_pct=95.06
export IMPL_simple_gate_share_pct=0
export IMPL_antenna_found_initial=0
export IMPL_critPathKind="reg2out"
## registers in the layout, summed over array words and instances, names as in the netlist
register,cells
Sync_And_Debounce_SCL.Debouncer.shifter,4
Sync_And_Debounce_SCL.Flip_Flop.output_data,1
Sync_And_Debounce_SDA.Flip_Flop.output_data,1
Sync_And_Debounce_SCL.Debouncer.debounced,1
Sync_And_Debounce_SDA.Debouncer.debounced,1
Sync_And_Debounce_SDA.Debouncer.shifter,4
## where the power goes
part           internal (mW)  switching (mW)  leakage, nW  total (mW)
Clock                  0.138           0.124       0.0138       0.263
Combinational         0.0352          0.0154       0.0445      0.0507
Sequential             0.512          0.0134        0.101       0.525
Total                  0.686           0.153        0.159       0.839
## worst reg2reg max path, delay by kind of cell (launching register included)
kind / cells / cell delay, ns
flip-flops: 1 / 0.32
AND-OR/OR-AND: 2 / 0.19
buffers and inverters: 1 / 0.12
## timing repair
action / CTS / global route
hold endpoints to repair: 0 / 0
gates resized: 6 / 1
buffers inserted: 0 / 0
endpoints found under the setup margin: 2 / 1
hold buffers: 0 / 0
gates cloned: 0 / 0
## per-layer routing
layer,global-route usage (%),wire [um]
met1,1.765,191
met2,1.364,178
met3,0.4545,21
met4,0.7042,8
met5,0,0
## worst paths after layout
path | depth (start not counted) | to | slack [ns]
setup / recovery | 1 | synced_and_debounced_clock_output | 0.05
hold / removal | 0 | Sync_And_Debounce_SDA.Debouncer.shifter[0] | 0.33
setup reg to reg | 3 | Sync_And_Debounce_SDA.Debouncer.debounced | 0.26
hold reg to reg | 0 | Sync_And_Debounce_SDA.Debouncer.shifter[0] | 0.33
## Yosys cell counts
library cell | n | area, um2
a21oi_1 | 2 | 10.01
o21ai_1 | 4 | 20.02
inv_1 | 2 | 7.510
dfxtp_1 | 12 | 240.2
## area by class of cell
cell class / count / area [um2]
well taps: 46 / 57.56
flip-flops and latches: 12 / 242.7
inverters: 2 / 7.507
clock buffers: 3 / 22.52
multi-input cells: 6 / 30.03
fillers: 401 / 3005
repair buffers: 6 / 50.05
## cells by family after synthesis
group / Yosys count
DFF: 12
AOI/OAI and AO/OA: 6
buffers and inverters: 2
## metrics by stage
stage	util [%]	power, mW	cells	setup TNS (ns)
global route	12.01	0.8812	75	0
detailed placement	11.43	0.5944	72	-0.005518
CTS	12.16	0.8580	75	0
floorplan	-	0.5440	20	0
finish	12.01	0.8385	75	0
global placement	11.43	0.5898	72	0
Power is estimated from default activity; no workload was simulated.
